<file path="flow/config.mk">
export PLATFORM = sky130hd
export DESIGN_NAME = ram
export DESIGN_NICKNAME = ram
export VERILOG_FILES = /design/flow/design.v
export SDC_FILE = /design/flow/constraint.sdc
export NUM_CORES = 4
export LEC_CHECK = 1
export CORE_UTILIZATION = 30
export SYNTH_MEMORY_MAX_BITS = 65536
</file>
<file path="flow/constraint.sdc">
current_design ram

set clk_period 428.3
set clk_io_pct 0.2

create_clock -name clk0 -period $clk_period [get_ports {clk}]

set non_clock_inputs [all_inputs -no_clocks]
set_input_delay [expr $clk_period * $clk_io_pct] -clock clk0 $non_clock_inputs
set_output_delay [expr $clk_period * $clk_io_pct] -clock clk0 [all_outputs]
</file>
<file path="flow/design.v">
module ram
  #(
    parameter int bW=14,   
    parameter int eC=784,  
    parameter int aW=10    
    )
	(
	input logic [bW-1:0] wrData,
	input logic [aW-1:0] wrAddr,
	input logic wrEn,
	output logic [bW-1:0] rdData1,
	output logic [bW-1:0] rdData2,
	output logic [bW-1:0] rdData3,
	output logic [bW-1:0] rdData4,
	input logic [aW-1:0] rdAddr,
	input logic clk,
	input logic rst
	);
	logic [bW-1:0] mem [eC-1:0];
	always @ (*) begin
	        rdData1 = mem[rdAddr];
	        rdData2 = mem[rdAddr+1];
	        rdData3 = mem[rdAddr+2];
	        rdData4 = mem[rdAddr+3];
	end
	always @(posedge clk) begin
	  if (wrEn) begin
	        mem[wrAddr] <= wrData;
	  end
	end
endmodule
</file>
<file path="flow/run.sh">
#!/bin/bash
# OpenROAD 26Q1-2900-gdf79404cd8, Yosys 0.63+post, stock flow scripts
make -C /OpenROAD-flow-scripts/flow DESIGN_CONFIG=/design/flow/config.mk WORK_HOME=/design/flow/orfs finish
</file>
==> reports/qor.yml <==
outcome:
  run_status: "complete, but fails checks"
  violations_in_the_final_reports: "antenna violations, max-capacitance violations, max-slew violations"
synth:
  topCombFamilyByArea: "multiplexers"
  synth_cell_type_count: 92
  synth_flop_count: 10980
  synthesis.area_mm2: 0.6809
  synth.top_cells.by_area: "sky130_fd_sc_hd__edfxtp_1 48%, sky130_fd_sc_hd__mux4_2 38%, sky130_fd_sc_hd__mux2i_1 2.3%"
  post-synth-top-area-cell: "sky130_fd_sc_hd__edfxtp_1"
  cells_in_synth_stat_txt: 38400
  ys_seq_share_pct: 48.41
  xor_share_pct: 0.05329
  yosys.area.top_type_share_pct: 48.41
  async_reset_ff_share_pct: 0
  multiplexer_share_of_the_synthesized_area_pct: 41.28
  synth-edff-count: 10980
  post_synth_inst_count: 38400
  yosysChipArea_mm2: 0.6809
  post_synth_fa_ha_maj_area_fraction_pct: 0.007350
  postSynthAreaPerCell_um2: 17.73
  ys.warnings.count: 1
  synthAoiAreaFrac_pct: 2.987
  synth_top_flop_cell: "sky130_fd_sc_hd__edfxtp_1"
  synthSimpleGateAreaFrac_pct: 4.071
clock_network:
  ctsHoldBuffers: 0
  clock-root-buffer: "sky130_fd_sc_hd__clkbuf_16"
  post_cts_buffers: 0
  clk_transition_reported_paths_ns: 0.06
  cts.sink_count: 10980
  cts.repair.resized: 0
  tritoncts: "built"
  cts_max_path_buffers: 6
  cts_max_level: 7
  cts_buffers: 1303
finish:
  reg.largest.list: "mem x10976"
  largest-register: "mem"
  postLayoutCoreUtil_pct: 34.25
  largest_register_ffs: 10980
  areaGrowthSynthToFinish_pct: 13.94
  layout-drive-gt1-share_pct: 46.45
  post_layout_nonfiller_instances: 71960
worst_setup_path:
  critical_path_required_ns: 342.64
  endpoint_kind: "primary output"
  critPathArrivalTime_ns: 96.96
  path_max_fanout: 51
  timing.critical_path.from_type: "input pin"
  worst-setup-path-type: "in2out"
power:
  total_switching_power_uw: 883.7
  power_uw: 2918
  clock_power_share_pct: 39.1
  power_per_cell_area_mw_per_mm2: 3.761
  sequentialPowerShare_pct: 40.5
  comb_power_share_pct: 20.4
  cellLeakagePower_uw: 0.2398
  p_int_uw: 2034
  p_sw_share_pct: 30.29
  ir_drop_mv: 0.003768
detailed_routing:
  vias_per_cell: 6.327
  drt_drc_violations_left: 0
  initialDrtViolationCount: 40240
  drt-pass1-iter-count: 8
  final_wirelength_mm: 3223
  detail-route-antenna-nets: 2
  detailroute.via_count: 455300
  route.detailed.wl_per_inst_um: 44.78
die:
  core_area_mm2: 2.265
  die_w_mm: 1.509
  starting_density_of_the_core_pct: 30.06
  std_cell_rows: 553
  io_pins: 93
  chip_area_mm2: 2.276
  die_y_mm: 1.509
place:
  dp.final_hpwl_mm: 2288
  place.detailed.instances: 68210
  port_buffers: 91
  place_congestion: 1.075
timing:
  timing.setup.tns_ns: 0
  holdWs_ns: 84.62
  fin_crit_ns: 182.62
  timing.final.hold_violations: 0
  final_max_slew_viol_count: 21
  grt_setup_unrepaired: "false"
  timing.final.setup_violations: 0
  fmaxAchievable_mhz: 5.476
  tightest_slew_ns: 1.776
  slew_headroom_pct: -18.67
  fin_crit_sh_pct: 42.64
global_routing:
  pin_count_of_the_biggest_net_entering_global_routing: 125
  via_count_of_the_first_global_routing_pass: 465300
  grt_first_pass_wirelength_mm: 4236
  track_usage_pct: 29.92
  grt_overflow_total: 0
  antenna_violations_before_repair: 524
hold_path:
  timing.hold.worst.class: "in2reg"
flow_run:
  cap_viol_max_count: 2
  tool_warnings: 87
==> cells by family (layout without fill, tap and decap cells) <==
family / count (synthesis) / after routing
simple gates: 6684 / 6684
flops: 10980 / 10980
buf+inv: 4003 / 5866
fa+ha+maj: 4 / 4
other cells: 0 / 1445
xor+xnor: 38 / 38
compound gates: 3017 / 3017
mux: 13680 / 13680
==> cells in the final DEF (no fill, tap or decap), types with 200 or more instances in the layout <==
cell type / instances
sky130_fd_sc_hd__a211oi_1: 314
sky130_fd_sc_hd__a21oi_1: 647
sky130_fd_sc_hd__a311oi_1: 200
sky130_fd_sc_hd__buf_4: 3355
sky130_fd_sc_hd__clkbuf_1: 219
sky130_fd_sc_hd__clkbuf_16: 1326
sky130_fd_sc_hd__clkinv_1: 219
sky130_fd_sc_hd__clkinv_2: 217
sky130_fd_sc_hd__diode_2: 1445
sky130_fd_sc_hd__edfxtp_1: 10980
sky130_fd_sc_hd__mux2_2: 695
sky130_fd_sc_hd__mux2i_1: 1535
sky130_fd_sc_hd__mux4_2: 11450
sky130_fd_sc_hd__nand2_1: 3493
sky130_fd_sc_hd__nand3_1: 993
sky130_fd_sc_hd__nor2_1: 702
sky130_fd_sc_hd__nor2_2: 793
sky130_fd_sc_hd__o211ai_1: 351
sky130_fd_sc_hd__o21ai_0: 466
==> layout make-up <==
class                    count  area, um^2
multi-input cells        23420      334200
diodes                    1445        3616
well taps                30250       37850
flip-flops and latches   10980      329600
clock inverters            759        8164
repair buffers            3549       28280
fillers                 211800     1490000
clock buffers             1545       34000
inverters                   13       93.84
==> cell usage after synthesis (15+ instances only) <==
cell type	n
sky130_fd_sc_hd__a21oi_1	662
sky130_fd_sc_hd__nor2_1	1547
sky130_fd_sc_hd__a2111oi_0	29
sky130_fd_sc_hd__nor4_1	74
sky130_fd_sc_hd__edfxtp_1	10980
sky130_fd_sc_hd__or3_1	19
sky130_fd_sc_hd__o221ai_1	47
sky130_fd_sc_hd__nor3_1	122
sky130_fd_sc_hd__o2111ai_1	56
sky130_fd_sc_hd__mux4_2	11450
sky130_fd_sc_hd__a311o_1	20
sky130_fd_sc_hd__a211oi_1	329
sky130_fd_sc_hd__a22oi_1	75
sky130_fd_sc_hd__nand2_1	3561
sky130_fd_sc_hd__mux2i_1	1535
sky130_fd_sc_hd__nand4_1	68
sky130_fd_sc_hd__a311oi_1	227
sky130_fd_sc_hd__clkbuf_1	853
sky130_fd_sc_hd__a22o_1	17
sky130_fd_sc_hd__buf_6	186
sky130_fd_sc_hd__or4_1	15
sky130_fd_sc_hd__a32oi_1	129
sky130_fd_sc_hd__a221oi_1	41
sky130_fd_sc_hd__mux2_2	695
sky130_fd_sc_hd__and3_1	198
sky130_fd_sc_hd__xnor2_1	32
sky130_fd_sc_hd__buf_2	1650
sky130_fd_sc_hd__o211ai_1	351
sky130_fd_sc_hd__o22ai_1	139
sky130_fd_sc_hd__and2_1	22
sky130_fd_sc_hd__o311ai_0	52
sky130_fd_sc_hd__buf_4	848
sky130_fd_sc_hd__o21ai_0	490
sky130_fd_sc_hd__a31oi_1	214
sky130_fd_sc_hd__nand3_1	1006
sky130_fd_sc_hd__buf_1	448
==> metal layers <==
layer	track usage (%)	wire (um)	vias up
met1	25.96	825700	233500
met4	22.20	311100	692
met2	37.40	1283000	41190
li1	-	-	171700
met3	31.15	760100	8207
met5	17.29	42390	-
==> per-stage QoR <==
step | instance area (um^2) | worst slack (ns)
floorplan | 680900 | 252.40
global placement | 729900 | 246.02
detailed placement | 730000 | 245.98
CTS | 772200 | 245.98
global route | 774800 | 245.21
finish | 775800 | 245.68
==> worst max-delay path: stages <==
cell                              delay [ns]
sky130_fd_sc_hd__buf_16                 0.22
sky130_fd_sc_hd__buf_4                  0.52
sky130_fd_sc_hd__buf_4                  0.79
sky130_fd_sc_hd__buf_4                  0.67
sky130_fd_sc_hd__buf_4                  0.61
sky130_fd_sc_hd__buf_4                  0.63
sky130_fd_sc_hd__buf_4                  0.69
sky130_fd_sc_hd__buf_4                  0.66
sky130_fd_sc_hd__buf_4                  0.71
sky130_fd_sc_hd__buf_4                  0.61
sky130_fd_sc_hd__buf_4                  0.74
sky130_fd_sc_hd__mux2_2                 0.43
sky130_fd_sc_hd__mux4_2                 0.47
sky130_fd_sc_hd__o211ai_1               0.17
sky130_fd_sc_hd__a21oi_1                0.24
sky130_fd_sc_hd__nor3_1                 0.26
sky130_fd_sc_hd__buf_4                  0.27
sky130_fd_sc_hd__nand4b_1               0.91
sky130_fd_sc_hd__and4_1                 0.58
sky130_fd_sc_hd__buf_4                  0.24
sky130_fd_sc_hd__clkdlybuf4s50_1        0.46
==> path summary, 6_finish.rpt <==
path	from	endpoint	slack, ns	cells after the start
setup / recovery	rdAddr[0]	rdData2[4]	245.68	21
hold / removal	wrData[5]	mem[747][5]	84.62	1
==> power by group through the flow <==
stage / Sequential (uW) / Clock (uW) / Combinational [uW]
final: 1180 / 1140 / 594
after global routing: 1180 / 1180 / 595
after CTS: 1180 / 1150 / 562
No activity file was given, so power comes from the tool's default toggle rates.
