File: design/flow/config.mk
export PLATFORM = sky130hd
export DESIGN_NAME = mux
export DESIGN_NICKNAME = mux
export VERILOG_FILES = /design/flow/design.v
export SDC_FILE = /design/flow/constraint.sdc
export NUM_CORES = 4
export LEC_CHECK = 1
export CORE_AREA = 10 10 70 70
export DIE_AREA = 0 0 80 80
File: design/flow/constraint.sdc
current_design mux

set clk_period 1.0
set clk_io_pct 0.2

create_clock -name clk0 -period $clk_period

set non_clock_inputs [all_inputs -no_clocks]
set_input_delay [expr $clk_period * $clk_io_pct] -clock clk0 $non_clock_inputs
set_output_delay [expr $clk_period * $clk_io_pct] -clock clk0 [all_outputs]
File: design/flow/design.v
module mux
  #(
    parameter int bW=14   
    )
	(
	input logic [bW-1:0] A,    
	input logic [bW-1:0] B,    
	output logic [bW-1:0] C,   
	input logic S		   
	);
	always @ (*) begin
		case (S)
			1'b0: C = A;
			1'b1: C = B;
			default: C = 0;
		endcase
	end
endmodule
File: design/flow/run.sh
#!/bin/bash
# OpenROAD 26Q1-2900-gdf79404cd8, Yosys 0.63+post, stock flow scripts
make -C /OpenROAD-flow-scripts/flow DESIGN_CONFIG=/design/flow/config.mk WORK_HOME=/design/flow/orfs finish
==> results.sh <==
# implementation run metrics
export IMPL_drv_cap=0
export IMPL_dpl_instance_area_um2=666
export IMPL_yosys_area_top_type="mux2_2"
export IMPL_gp_congestion=0.847
export IMPL_dr_pass1_iters=4
export IMPL_synth_top_cell_by_count="mux2_2"
export IMPL_total_leakage_power_uw=0.000382
export IMPL_grtUsageTotal_pct=5.59
export IMPL_yosysUniqueCellTypes=2
export IMPL_die_area_um2=6400
export IMPL_final_design_area_no_fill_um2=738
export IMPL_synth_area_um2=169
export IMPL_worst_setup_path_start_kind="input port"
export IMPL_fin_cells=108
export IMPL_fin_crit_sh_pct=115
export IMPL_viasPerCell=3.17
export IMPL_crit_fanout=7
export IMPL_grt_ovfl_total=0
export IMPL_end_kind="output pin"
export IMPL_num_antenna_cells=0
export IMPL_failed_checks="negative setup slack"
export IMPL_drc=0
export IMPL_netlist_top_cells_count="14 x mux2_2, 1 x buf_6"
export IMPL_ys_cells=15
export IMPL_slew_limit_headroom_pct=92.3
export IMPL_syn_area_per_cell_um2=11.3
export IMPL_port_buffer_count=43
export IMPL_outcome="finished, violations left"
export IMPL_warnings=34
export IMPL_critPathArrivalTime_ns=0.95
export IMPL_flops=0
export IMPL_wl_um=1840
export IMPL_top_cells_by_area="mux2_2 93%, buf_6 6.7%"
export IMPL_worst_pin_slew_ns=0.116
export IMPL_setup_viol=14
export IMPL_hp_class="input port to output pin"
export IMPL_antenna_found_initial=0
export IMPL_drtIter0Drc=23
export IMPL_grt_pass1_wl_um=2590
export IMPL_drive_gt1_share_pct=54.8
export IMPL_io_pins=43
export IMPL_critical_path_required_ns=0.80
export IMPL_max_vdd_ir_drop_mv=0.122
export IMPL_die_h_um=80
export IMPL_routedWlPerCell_um=17.0
export IMPL_min_period_ns=1.15
export IMPL_utilization_pct=21.6
export IMPL_coreArea_um2=3420
export IMPL_postCtsHoldBufs=0
export IMPL_regArea_um2=0
export IMPL_finalPower_uw=301
export IMPL_syn_to_final_growth_pct=337
export IMPL_antenna_left=0
export IMPL_synth_top_area_share_pct=93.3
export IMPL_fp_utilization_pct=4.95
export IMPL_slew_violations=0
export IMPL_dp_cells=104
export IMPL_grt_max_degree=8
export IMPL_rsz0062_at_grt="true"
export IMPL_critPathKind="input port to output pin"
export IMPL_yosys_warnings=1
export IMPL_yosysChipArea_um2=169
export IMPL_synth_cells=15
export IMPL_grt_pass1_vias=398
export IMPL_vias=342
export IMPL_rows=21
export IMPL_setup_slack_ns=-0.149
export IMPL_hold_viol_final=0
export IMPL_die_x_um=80
export IMPL_powerDensity_nw_per_um2=408
export IMPL_fmax_mhz=871
export IMPL_clkbuf_count=0
export IMPL_synth_seq_share_pct=0
## critical path: stages
cell,delay (ns)
buf_8,0.11
buf_16,0.13
buf_6,0.11
mux2_4,0.28
buf_2,0.11
## cell families after synthesis
logic type  count (synthesis)  share of synthesized area [%]
buf+inv                     1                           6.67
mux                        14                           93.3
## power breakdown
| part | switching [uW] | internal (uW) |
|---|---|---|
| clock | 0 | 0 |
| combinational | 83.8 | 217 |
| sequential | 0 | 0 |
| total | 83.8 | 217 |
## through the flow
step | hold slack (ns) | setup TNS (ns) | setup slack (ns)
3_5_place_dp | 1.44 | -11.64 | -0.859
3_3_place_gp | 1.44 | -11.60 | -0.851
2_1_floorplan | 0.498 | 0 | 0.183
4_1_cts | 0.805 | -1.18 | -0.151
5_1_grt | 0.819 | -1.40 | -0.170
6_report | 0.800 | -1.14 | -0.149
## layer usage
layer | up-vias | share of wire (%) | GRT usage (%)
met1 | 142 | 54 | 9.16
met2 | 47 | 16 | 3.61
met5 | - | 0 | 0
li1 | 153 | - | -
met4 | 0 | 0 | 0
met3 | 0 | 29 | 6.59
## what timing repair did
action / CTS / global route
setup endpoints to repair: 14 / 14
endpoints found under the hold margin: 0 / 0
resized: 107 / 2
gates cloned: 1 / 0
setup buffers: 3 / 0
## cell type report
| class | count | area [um2] |
|---|---|---|
| Fill cell | 389 | 2680 |
| Multi-Input combinational cell | 14 | 206 |
| Timing Repair Buffer | 48 | 474 |
| Tap cell | 46 | 57.6 |
## placed cells by master, fill, tap and decap left out, drive strengths merged
master | netlist | routed
buf | 1 | 20
dlygate4sd2 | 0 | 28
mux2 | 14 | 14
## final timing paths
path	start	to	slack, ns	cells after the start
setup / recovery	S	C[11]	-0.15	5
hold / removal	B[0]	C[0]	0.80	3
Power figures rest on the tool's default switching activity, not on a simulated workload.
